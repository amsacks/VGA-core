--- design.v ---
module VGAcore_v2
    #(   
        parameter sys_F = 100_000_000,
        parameter pix_F = 25_000_000,
        parameter hDisp  = 640,
        parameter hFp    = 16,
        parameter hPulse = 96,
        parameter hBp    = 48,
        parameter hEnd   = 800, 
        parameter vDisp  = 480,
        parameter vFp    = 11,   
        parameter vPulse = 2,
        parameter vBp    = 31,
        parameter vEnd   = 524
    )
    (
        input   clk,
        input   rst, 
        output  pix_tick,
        output  hsync,
        output  vsync,
        output  video,
        output  [$clog2(hEnd)-1:0] pix_x,
        output  [$clog2(vEnd)-1:0] pix_y 
    );
    localparam CLKS_PER_TICK = sys_F/pix_F; 
    reg  [$clog2(CLKS_PER_TICK) - 1:0] pixel_reg;
    reg  [$clog2(hEnd)          - 1:0] pix_x_reg, pix_x_nxt;
    reg  [$clog2(vEnd)          - 1:0] pix_y_reg, pix_y_nxt;
    reg                                hsync_reg;
    reg                                vsync_reg;
    wire [$clog2(CLKS_PER_TICK) - 1:0] pixel_nxt;  
    wire                               hsync_nxt;
    wire                               vsync_nxt; 
    always @(posedge clk or posedge rst)
        begin
            if(rst)
                begin
                    pixel_reg <= 0; 
                    pix_x_reg <= 0;
                    pix_y_reg <= 0; 
                    hsync_reg <= 0;
                    vsync_reg <= 0; 
                end
            else 
                begin
                    pixel_reg <= pixel_nxt; 
                    pix_x_reg <= pix_x_nxt;
                    pix_y_reg <= pix_y_nxt; 
                    hsync_reg <= hsync_nxt;
                    vsync_reg <= vsync_nxt; 
                end
        end 
    assign pixel_nxt = (pixel_reg == CLKS_PER_TICK - 1) ? 0 : pixel_reg + 1'b1;
    assign hsync_nxt = ( (pix_x_reg >= hDisp + hFp) &&
                            (pix_x_reg <= hDisp + hFp + hPulse + hBp - 1)) ? 0 : 1;
    assign vsync_nxt = ( (pix_y_reg >= vDisp + vFp) && 
                            (pix_y_reg <= vDisp + vFp + vPulse + vBp - 1)) ? 0 : 1; 
    always @(*)
        begin
            pix_x_nxt = pix_x_reg;
            pix_y_nxt = pix_y_reg; 
            if(pix_tick)
                if(pix_x_reg == hEnd - 1) pix_x_nxt = 0;
                else                      pix_x_nxt = pix_x_reg + 1'b1;
            if(pix_tick && (pix_x_reg == hEnd - 1))
                if(pix_y_reg == vEnd - 1) pix_y_nxt = 0;
                else                      pix_y_nxt = pix_y_reg + 1'b1;
        end 
    assign pix_tick = (pixel_reg == CLKS_PER_TICK - 1) ? 1 : 0; 
    assign video    = (pix_x_reg < hDisp && pix_y_reg < vDisp);
    assign hsync    = hsync_reg;
    assign vsync    = vsync_reg;
    assign pix_x    = pix_x_reg;
    assign pix_y    = pix_y_reg;
endmodule
--- run.sh ---
#!/bin/bash
# OpenROAD 26Q1-2900-gdf79404cd8, Yosys 0.63+post, stock flow scripts
make -C /OpenROAD-flow-scripts/flow DESIGN_CONFIG=/design/flow/config.mk WORK_HOME=/design/flow/orfs finish
--- config.mk ---
export PLATFORM = sky130hd
export DESIGN_NAME = VGAcore_v2
export DESIGN_NICKNAME = VGAcore_v2
export VERILOG_FILES = /design/flow/design.v
export SDC_FILE = /design/flow/constraint.sdc
export NUM_CORES = 4
export LEC_CHECK = 1
export CORE_AREA = 10 10 102 102
export DIE_AREA = 0 0 112 112
--- constraint.sdc ---
current_design VGAcore_v2

set clk_period 2.4
set clk_io_pct 0.2

create_clock -name clk0 -period $clk_period [get_ports {clk}]

set non_clock_inputs [all_inputs -no_clocks]
set_input_delay [expr $clk_period * $clk_io_pct] -clock clk0 $non_clock_inputs
set_output_delay [expr $clk_period * $clk_io_pct] -clock clk0 [all_outputs]
==> impl_metrics.toml <==
# flow metrics
[setup_path]
cp_top_family = "flip-flops"
crit_arrival_ns = 1.65
crit_chain = "o21ai_0, nand2_1, nor2_1, clkdlybuf4s50_1"
cp_slowest_stage_delay_ns = 0.48
path_class = "reg2out"
cp.buffers_inverters = 1
cp_max_fo = 10
worstSetupEndpointType = "output pin"
critPathLaunchType = "register"
worstPathRequired_ns = 1.92
slowest_stage = "dfrtp_1"

[sta]
rsz0062_at_grt = "no"
relSlewSlack_pct = 71.3
fin_crit_sh_pct = 88.9
period_needed_ns = 2.13
fin_skew_ns = 0.00105
finalSetupViolCount = 0
hold_viol_final = 0
max_freq_ghz = 0.469
setup_tns_ns = 0
report.final.slew_viol_count = 0
worst_pin_slew_ns = 0.427

[place]
portBuffers = 25
place_congestion = 0.783
place_hpwl_mm = 2.18
place_inst = 247

[die]
dieArea_um2 = 12500
core_area_um2 = 8220
rows = 33
num_io_pins = 26
die_y_um = 112
die_x_um = 112
fp_util_pct = 14.5

[logic_synthesis]
topCellsByArea = "dfrtp_1 (50%), nand2_1 (4.4%), xnor2_1 (4.4%)"
ys_seq_elements = 24
avgSynthCellArea_um2 = 10.1
yosys.stat.seqShare_pct = 50.5
synthesis.area_um2 = 1190
ys_area_um2 = 1190
ys_warn_count = 1
synth_top_area_share_pct = 50.5
yosysCellCount = 118
yosysUniqueCellTypes = 31
synth_cells = 118
yosysTopAreaCell = "dfrtp_1"

[cts]
hold_buffers = 0
insertion_delay_ns = 0.26
path_clk_slew_ns = 0.08
cts-resized-gates = 0
post_cts_buffers = 0
cts_tree = "yes"
cts_buffer_depth = 2
htreeDepth = 1
clkSinkCount = 24
numCtsBuffers = 3
cts-root-buf = "clkbuf_8"

[outcome]
status = "finished clean"

[grt]
grt_max_degree = 25
antenna_found_initial = 0
track_usage_pct = 4.59
grt_pass1_wl_mm = 4.96
overflow = 0
grt_pass1_vias = 924

[routing]
avgRoutedWirePerCell_um = 11.4
ant_nets = 0
routed_via_density = 3.63
n_antenna_cell = 0
drtIter0Drc = 33
drc = 0
drtPass1Iterations = 2
via_count = 910
postRouteWirelength_mm = 2.85

[cells_and_area]
regArea_um2 = 601
areaGrowthSynthToFinish_pct = 35.8
comb_area_um2 = 537
drive_gt1_share_pct = 7.53
fillers = 880
instances_no_fill = 251

[pwr]
pwr-share-seq_pct = 58.8
combPwrFrac_pct = 1.6
power_frac_clock_pct = 39.6
p_int_mw = 0.553
p_leak_nw = 0.659
power_density_nw_per_um2 = 425
power.switching_mw = 0.134
sw_frac_of_total_pct = 19.5
irDropWorstVdd_uv = 161

[run]
openroad.warnings = 27
maxCapViolations = 0

[min_path]
hold_path.class = "reg2reg"
## area by class of cell
cell class,instances,area share [%]
tap,105,8.13
clock buffer,4,3.41
sequential,24,37.2
timing repair buffer,28,16.9
multi-input combinational,85,33.2
inverter,5,1.16
## placed cells by master (no fill, tap or decap), drive strengths merged, types with 2 or more instances in the layout
| master | count |
|---|---|
| a31oi | 2 |
| nor4 | 4 |
| and4 | 2 |
| o21ai | 7 |
| buf | 3 |
| xnor2 | 6 |
| inv | 5 |
| nand4 | 6 |
| nand3 | 7 |
| nand2 | 14 |
| clkdlybuf4s50 | 25 |
| clkbuf | 4 |
| dfrtp | 24 |
| nor2 | 8 |
| nor3 | 4 |
| ha | 4 |
| a21oi | 2 |
| nor2b | 2 |
| xor2 | 6 |
## Yosys cell counts
library cell and number:
o21ai_0 6, or3b_4 1, nor2_1 8, nand2_1 14, nor4_1 4, xor2_1 6, xnor2_1 6, nor2b_1 2
or4_4 1, and4_1 2, dfrtp_1 24, a21bo_2 1, nand3_1 7, o31ai_1 1, ha_1 4, clkbuf_1 1
nor3_1 4, mux2i_1 1, inv_1 5, buf_4 1, or3_1 1, a31oi_1 2, o21ai_1 1, nand2b_1 1
buf_6 2, a211oi_1 1, and3_1 1, nor3b_1 1, o31a_2 1, a21oi_1 2, nand4_1 6
## final timing paths
| check | startpoint | end | slack, ns | depth (start not counted) |
|---|---|---|---|---|
| min in group asynchronous | rst | pixel_reg[0] | 0.56 | 3 |
| worst max register to register | pix_x_reg[6] | pix_y_reg[8] | 0.32 | 4 |
| max in group asynchronous | rst | hsync_reg | 1.60 | 3 |
| worst min register to register | pixel_reg[0] | pixel_reg[0] | 0.44 | 1 |
| worst min-delay path | pixel_reg[0] | pixel_reg[0] | 0.44 | 1 |
| worst max-delay path | pix_x_reg[7] | video | 0.27 | 4 |
## power by group through the flow
stage | logic, mW | registers, mW | clock network (mW)
after CTS | 0.0115 | 0.404 | 0.284
after global routing | 0.0126 | 0.404 | 0.309
final | 0.0108 | 0.404 | 0.272
## cell families (layout without fill, tap and decap cells)
family	count (synthesis)	in the layout	share of synthesized area, %
DFF	24	24	50.5
xor gates and xnor gates	12	12	8.83
buffers and inverters	9	37	4.42
AOI/OAI and AO/OA	15	15	7.78
and+or+nand+nor	53	53	23.5
muxes	1	1	0.841
adders and majority gates	4	4	4.21
## through the flow
step           area [µm²]  total power, mW  hold slack, ns  setup WS [ns]  util [%]
2_1_floorplan        1190            0.418           0.403          0.387         -
3_3_place_gp         1560            0.424           0.415          0.377      19.0
3_5_place_dp         1560            0.424           0.424          0.324      19.0
4_1_cts              1620            0.699           0.438          0.219      19.7
5_1_grt              1620            0.725           0.458          0.132      19.7
6_report             1620            0.687           0.437          0.266      19.7
## routing by layer
layer	wire length (µm)	global-route usage, %	vias to the layer above
met5	0	0	-
met4	42	0.931	0
met3	162	1.14	2
met2	1290	7.11	14
met1	1350	6.37	423
li1	-	-	471
Power figures rest on the tool's default switching activity, not on a simulated workload.
